`./design.v`:
```
module async_fifo #(
  parameter DATA_WIDTH = 8,
  parameter DEPTH = 8
)(
  write_clk, write_reset_n, write_en, write_data,
  read_clk, read_reset_n, read_en, read_data,
  full, empty, count
);
  function integer clog2;
    input integer value;  
    integer i;
    begin
      value = value - 1;
      for (i = 0; value > 0; i = i + 1)
        value = value >> 1;
      clog2 = i;  
    end
  endfunction
  localparam ADDR = clog2(DEPTH);  
  input                     write_clk;
  input                     write_reset_n;
  input                     write_en;
  input  [DATA_WIDTH-1:0]   write_data;
  input                     read_clk;
  input                     read_reset_n;
  input                     read_en;
  output [DATA_WIDTH-1:0]   read_data;
  output                    full;
  output                    empty;
  output [ADDR:0]           count;
  reg [DATA_WIDTH-1:0] fifo_mem [0:DEPTH-1];
  reg [ADDR:0] write_ptr_bin, write_ptr_gray, read_ptr_bin, read_ptr_gray;
  reg [ADDR:0] write_ptr_gray_sync1, write_ptr_gray_sync2;
  reg [ADDR:0] read_ptr_gray_sync1, read_ptr_gray_sync2;
  always @(posedge write_clk or negedge write_reset_n) begin
    if (!write_reset_n) write_ptr_bin <= 0;
    else if (write_en && !full) begin
      fifo_mem[write_ptr_bin[ADDR-1:0]] <= write_data;  
      write_ptr_bin <= write_ptr_bin + 1;               
    end
  end
  always @* write_ptr_gray = (write_ptr_bin >> 1) ^ write_ptr_bin;
  reg [DATA_WIDTH-1:0] read_data_reg;  
  assign read_data = read_data_reg;
  always @(posedge read_clk or negedge read_reset_n) begin
    if (!read_reset_n) begin
      read_ptr_bin   <= 0;
      read_data_reg  <= 0;
    end else if (read_en && !empty) begin
      read_data_reg  <= fifo_mem[read_ptr_bin[ADDR-1:0]];  
      read_ptr_bin   <= read_ptr_bin + 1;                   
    end
  end
  always @* read_ptr_gray = (read_ptr_bin >> 1) ^ read_ptr_bin;
  always @(posedge write_clk or negedge write_reset_n) begin
    if (!write_reset_n) {read_ptr_gray_sync1, read_ptr_gray_sync2} <= 0;
    else {read_ptr_gray_sync1, read_ptr_gray_sync2} <= {read_ptr_gray_sync2, read_ptr_gray};
  end
  always @(posedge read_clk or negedge read_reset_n) begin
    if (!read_reset_n) {write_ptr_gray_sync1, write_ptr_gray_sync2} <= 0;
    else {write_ptr_gray_sync1, write_ptr_gray_sync2} <= {write_ptr_gray_sync2, write_ptr_gray};
  end
  wire [ADDR:0] write_ptr_bin_sync, read_ptr_bin_sync;
  assign write_ptr_bin_sync = gray2bin(write_ptr_gray_sync2);
  assign read_ptr_bin_sync = gray2bin(read_ptr_gray_sync2);
  assign count = write_ptr_bin - read_ptr_bin_sync;
  assign full  = ( (write_ptr_gray[ADDR:ADDR-1] == ~read_ptr_gray_sync2[ADDR:ADDR-1]) &&
                   (write_ptr_gray[ADDR-2:0] == read_ptr_gray_sync2[ADDR-2:0]) );
  assign empty = (write_ptr_gray_sync2 == read_ptr_gray);
  function [ADDR:0] gray2bin;
    input [ADDR:0] gray_value;  
    integer bit_idx;
    begin
      gray2bin[ADDR] = gray_value[ADDR];
      for (bit_idx = ADDR-1; bit_idx >= 0; bit_idx = bit_idx-1)
        gray2bin[bit_idx] = gray2bin[bit_idx+1] ^ gray_value[bit_idx];
    end
  endfunction
endmodule
```
`./run.sh`:
```
#!/bin/bash
# OpenROAD 26Q1-2900-gdf79404cd8, Yosys 0.63+post, stock flow scripts
make -C /OpenROAD-flow-scripts/flow DESIGN_CONFIG=/design/flow/config.mk WORK_HOME=/design/flow/orfs finish
```
`./config.mk`:
```
export PLATFORM = sky130hd
export DESIGN_NAME = async_fifo
export DESIGN_NICKNAME = async_fifo
export VERILOG_FILES = /design/flow/design.v
export SDC_FILE = /design/flow/constraint.sdc
export NUM_CORES = 4
export LEC_CHECK = 1
export CORE_UTILIZATION = 50
```
`./constraint.sdc`:
```
current_design async_fifo

set clk_period 3.2
set clk_io_pct 0.2

create_clock -name clk0 -period $clk_period [get_ports {read_clk}]
create_clock -name clk1 -period $clk_period [get_ports {write_clk}]

set non_clock_inputs [all_inputs -no_clocks]
set_input_delay [expr $clk_period * $clk_io_pct] -clock clk0 $non_clock_inputs
set_output_delay [expr $clk_period * $clk_io_pct] -clock clk0 [all_outputs]
```
==> Changelog: implementation <==
### Implementation results

* Top area cell types: edfxtp_1 51%, dfrtp_1 16%, ha_1 6.3%, mux2_2 2.4%, xnor2_1 2.3%
* Worst setup SP type: flip-flop
* Area leader share at 50.56%
* Yosys top cell by area: edfxtp_1
* Slew HR at 44.84%
* Design Power at 4.633 mW
* Top Family by Delay on Critical Path: buffers and inverters
* Post-synthesis cell area at 3801 um^2
* Register Area at 2522 um^2
* DP HPWL at 5.040 mm
* Crit Path Class: flip-flop to output port
* Final Skew at 0.007739 ns
* CP max stage cell: dfrtp_1
* RSZ-0062 raised after global routing: no
* Final setup violation count at 0
* R2r startpoint: write_ptr_bin[1]$_DFFE_PN0P_
* Maxcap violations at 0
* Outcome: finished, final reports clean
* Clock sink total at 88
* DRT iter0 DRCs at 100
* Antenna-violating nets left at 0
* Buf/Inv on CP at 3
* Top post-synthesis cells by count: 64 x edfxtp_1, 24 x dfrtp_1, 19 x ha_1
* First-pass GRT wire length at 12.28 mm
* Antenna diodes at 0
* FF+latch count, synth at 88
* Drt pass-1 iters at 4
* Yosys top cell by instances: edfxtp_1
* Vias per cell at 5.647
* Avg Inst Size Synth at 15.90 um^2
* Total Wirelength at 7.927 mm
* DR WL/cell at 20.75 um
* Vias after detailed routing at 2157
* CP Data Required Time at 2.56 ns
* Layout cell share with drive strength beyond 1 at 15.55%
* Placed Area at 4165 um^2
* Most common reg cell: edfxtp_1
* Worst EP arrival at 2.37 ns
* Routability cong. at 0.8210
* Power per Cell Area at 1039 nW/um^2
* Crit Path Max Fanout at 9
* Post-synth ARST share at 27.27%
* Total track usage at 23.72%
* I/O pins at 28
* YS chip area at 3801 um^2
* Tool warnings at 36
* Worst ir drop on vdd at 0.0005671 V
* Gate count of the mapped netlist at 239
* CP most frequent cell: inv_1
* CTS tree: built
* Final Max Tran Viols at 0
* Total gr overflow at 0
* Core Area at 7292 um^2
* Worst min path class: flip-flop to flip-flop
* Antenna violations before repair at 0
* Area grow syn2layout at 17.28%
* Floorplan utilization at 52.13%
* Vias in the first global route at 2170
* Flip-flops with a built-in enable at 64
* Filler cell count at 590
* Die Wd at 89.19 um
* Clk slew on worst S/H paths at 0.07 ns
* Pleak at 1.739 nW
* Endpoints failing hold at 0
* Finished Cell Area at 4458 um^2
* Max reg flops at 64
* Synth Seq Share at 66.36%
* Placed insts at 359
* Critical path endpoint category: output port
* Slew @ Worst Pin at 0.8249 ns
* Distinct lib cells at 44
* Largest net degree at the start of global routing at 25
* Rows at 31
* Non-filler cells, final at 382
* Die height at 89.19 um
* Worst Hold Launch: read_ptr_bin[3]$_DFFE_PN0P_
* Synthesis Warnings at 2
* R2r setup slk at 0.62 ns
* Post-route setup TNS at 0 ns
* CP Launch Point: read_ptr_bin[1]$_DFFE_PN0P_
* Multi-input gate area at 1179 um^2
* Die Area at 7955 um^2
* # DRC at 0
* Worst-path cell chain: inv_1 -> ha_1 -> xor2_1 -> nand2_1 -> or2_2 -> inv_1 -> clkdlybuf4s50_1
* Yosys cell count at 239
* I/O Buffers at 26
* Worst path max stage delay at 0.45 ns
-- path summary, 6_finish.rpt --
check | end | cells after the start
setup reg to reg | fifo_mem[2][0]$_DFFE_PP_ | 6
max in group asynchronous | read_data_reg[7]$_DFFE_PN0P_ | 1
hold reg to reg | read_ptr_gray_sync2[3]$_DFF_PN0_ | 0
min in group asynchronous | read_ptr_gray_sync2[1]$_DFF_PN0_ | 2
setup / recovery | empty | 7
hold / removal | read_ptr_gray_sync2[3]$_DFF_PN0_ | 0
min in group clk0 | read_data_reg[7]$_DFFE_PN0P_ | 1
max in group clk1 | fifo_mem[2][0]$_DFFE_PP_ | 6
-- routing by layer --
metal  vias to the layer above  wire [um]  global-route usage [%]  part of all wire (%)
met1                      1065       3468                   39.23                    44
li1                        996          -                       -                     -
met2                        73       3614                   34.28                    46
met4                         0        270                   5.483                   3.4
met3                        23        573                   7.397                   7.2
met5                         -          0                       0                     0
-- cells in the final DEF (no fill, tap or decap), types with 4 or more instances in the layout --
cell / n
a22o_1: 7
a32o_1: 8
and2_1: 4
and3_1: 10
buf_4: 10
clkbuf_8: 13
clkdlybuf4s50_1: 23
dfrtp_1: 24
edfxtp_1: 64
ha_1: 18
inv_1: 13
mux2_2: 8
o21a_1: 8
xnor2_1: 9
xor2_1: 7
-- layout make-up --
class                      instances  share of cell area, %
inverter                          13                  1.095
multi-input combinational        127                  26.44
timing repair buffer              36                  7.690
clock buffer                      14                  4.098
tap                               99                  2.779
clock inverter                     5                  1.319
sequential                        88                  56.58
-- repair_timing --
action / in CTS / in global routing
endpoints found under the setup margin: 3 / 3
setup buffers: 2 / 2
pin swaps: 4 / 6
resized: 3 / 3
hold buffers: 0 / 0
-- where the power goes --
group          switching (mW)  leakage, nW  internal, mW
Combinational           0.981        0.757          1.15
Sequential              0.177        0.864          1.46
Clock                   0.404        0.119         0.465
Total                    1.56         1.74          3.07
-- logic make-up after synthesis --
family          count (synthesis)  synth area share [%]
xor+xnor                       18                 4.509
simple gates                   29                 4.575
flops                          88                 66.36
mux                            12                 3.489
buf+inv                        24                 2.996
compound gates                 48                 11.29
fa+ha+maj                      20                 6.781
-- per-stage QoR --
stage               hold WS [ns]  worst slack [ns]  utilization (%)
detailed placement        0.4870            0.2431            57.12
CTS                       0.4404           0.01123            60.83
global placement          0.4859            0.2899            57.12
finish                    0.4540            0.1903            61.14
global route              0.4600           0.03799            61.14
floorplan                 0.3444            0.9075                -
No activity file was given, so power comes from the tool's default toggle rates.
