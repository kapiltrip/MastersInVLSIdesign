==> flow/design.v <==
module array_behavioral #(parameter WIDTH=8, DEPTH=16, ADDR=4) (
  input                 clk,
  input  [WIDTH-1:0]    write_data,
  input  [ADDR-1:0]     write_addr,
  input                 write_en,
  input  [ADDR-1:0]     read_addr,
  output reg [WIDTH-1:0] read_data
);
  reg [WIDTH-1:0] mem_array [0:DEPTH-1];
  integer idx;
  initial begin
    for (idx = 0; idx < DEPTH; idx = idx + 1)
      mem_array[idx] = {WIDTH{1'b0}};
    read_data = {WIDTH{1'b0}};
  end
  always @(posedge clk) begin
    if (write_en)
      mem_array[write_addr] <= write_data;  
    read_data <= mem_array[read_addr];
  end
endmodule
module array_dataflow #(parameter WIDTH=8, DEPTH=16, ADDR=4) (
  input              clk,
  input [WIDTH-1:0]  write_data,
  input [ADDR-1:0]   write_addr,
  input              write_en,
  input [ADDR-1:0]   read_addr,
  output [WIDTH-1:0] read_data
);
  reg [WIDTH-1:0] mem_array [0:DEPTH-1];
  integer idx;
  initial begin
    for (idx = 0; idx < DEPTH; idx = idx + 1)
      mem_array[idx] = {WIDTH{1'b0}};
  end
  always @(posedge clk) begin
    if (write_en)
      mem_array[write_addr] <= write_data;  
  end
  assign read_data = mem_array[read_addr];
endmodule
module dff (
  input clk,
  input enable,
  input d_in,
  output reg q_out
);
  always @(posedge clk)
    if (enable) q_out <= d_in;
endmodule
module array_structural #(parameter WIDTH=8) (
  input clk,
  input [WIDTH-1:0] write_data,
  input [1:0] write_addr,
  input write_en,
  input [1:0] read_addr,
  output [WIDTH-1:0] read_data
);
  wire [WIDTH-1:0] word0, word1, word2, word3;
  wire word0_we = write_en & (write_addr == 2'b00);
  wire word1_we = write_en & (write_addr == 2'b01);
  wire word2_we = write_en & (write_addr == 2'b10);
  wire word3_we = write_en & (write_addr == 2'b11);
  genvar bit_idx;
  generate
    for (bit_idx=0; bit_idx<WIDTH; bit_idx=bit_idx+1) begin: mem
      dff d0(.clk(clk), .enable(word0_we), .d_in(write_data[bit_idx]), .q_out(word0[bit_idx]));
      dff d1(.clk(clk), .enable(word1_we), .d_in(write_data[bit_idx]), .q_out(word1[bit_idx]));
      dff d2(.clk(clk), .enable(word2_we), .d_in(write_data[bit_idx]), .q_out(word2[bit_idx]));
      dff d3(.clk(clk), .enable(word3_we), .d_in(write_data[bit_idx]), .q_out(word3[bit_idx]));
    end
  endgenerate
  assign read_data = (read_addr==2'b00) ? word0 :
                     (read_addr==2'b01) ? word1 :
                     (read_addr==2'b10) ? word2 : word3;
endmodule
==> flow/run.sh <==
#!/bin/bash
# OpenROAD 26Q1-2900-gdf79404cd8, Yosys 0.63+post, stock flow scripts
make -C /OpenROAD-flow-scripts/flow DESIGN_CONFIG=/design/flow/config.mk WORK_HOME=/design/flow/orfs finish
==> flow/config.mk <==
export PLATFORM = sky130hd
export DESIGN_NAME = array_behavioral
export DESIGN_NICKNAME = array_behavioral
export VERILOG_FILES = /design/flow/design.v
export SDC_FILE = /design/flow/constraint.sdc
export NUM_CORES = 4
export LEC_CHECK = 1
export CORE_UTILIZATION = 50
==> flow/constraint.sdc <==
current_design array_behavioral

set clk_period 2.7
set clk_io_pct 0.2

create_clock -name clk0 -period $clk_period [get_ports {clk}]

set non_clock_inputs [all_inputs -no_clocks]
set_input_delay [expr $clk_period * $clk_io_pct] -clock clk0 $non_clock_inputs
set_output_delay [expr $clk_period * $clk_io_pct] -clock clk0 [all_outputs]
==> impl_metrics.json <==
{
  "outcome": "complete, no violations",
  "critPathRequiredTime_ps": 2160,
  "postCtsHoldBufs": 0,
  "finalMaxSlewViolations": 0,
  "ys_seq_share_pct": 77.78,
  "cts_resized": 0,
  "cts_setup_buffers": 0,
  "layout.cells.most_common": "edfxtp_1",
  "syn_area_um2": 5147,
  "hp-class": "flip-flop to flip-flop",
  "grt_pass1_vias": 2522,
  "ys_sh_aoi_pct": 2.333,
  "fp-utilization_pct": 52.18,
  "fillCellCount": 669,
  "seq_area_um2": 4004,
  "num_rows": 36,
  "critical-path-max-stage-delay_ps": 490,
  "area_delta_synth_final_pct": 20.27,
  "crit_family": "buffers and inverters",
  "p_leak_uw": 0.002066,
  "ys_area_um2": 5147,
  "post-route-period-util_pct": 71.00,
  "relSlewSlack_pct": 53.30,
  "ys_types": 19,
  "fin_skew_ps": 4.115,
  "drtPass1Iterations": 4,
  "cts_root_buffer": "clkbuf_8",
  "cts_buffer_depth": 2,
  "wire_per_inst_um": 22.05,
  "io_buffers": 25,
  "most-common-layout-cells": "edfxtp_1, clkdlybuf4s50_1, mux4_2, buf_4",
  "yosysWarningCount": 1,
  "antenna_found_initial": 0,
  "htreeDepth": 4,
  "finalHoldViolCount": 0,
  "comb_area_um2": 1057,
  "cts_buffers": 17,
  "layout-drive-gt1-share_pct": 23.05,
  "grt_max_degree": 33,
  "worstSetupPathType": "flip-flop to output pin",
  "setup_violations": 0,
  "chip_area_um2": 10710,
  "grt_pass1_wl_um": 14160,
  "crit_chain": "clkdlybuf4s50_1",
  "top_logic_kind": "multiplexers",
  "timing_worst_slew_pin_value_ps": 697.9,
  "totalWireLength_um": 9436,
  "synth-xor-area-share_pct": 0,
  "tritoncts": "yes",
  "antennaDiodeCount": 0,
  "worstSetupStartpointType": "flip-flop",
  "ant_nets": 0,
  "power_density_nw_per_um2": 762.6,
  "syn_area_per_cell_um2": 22.48,
  "ys_ff": 136,
  "dieHeight_um": 103.5,
  "grt_usage_pct": 21.42,
  "place_congestion": 0.7648,
  "largest_area_cell": "edfxtp_1",
  "dp_hpwl_um": 5677,
  "warning_count": 25,
  "ys_sh_adder_pct": 0,
  "top_area_share_pct": 74.67,
  "ys_sh_mux_pct": 15.02,
  "max-vdd-ir-drop_v": 0.0003853,
  "netlist_instances": 229,
  "cp_num_buf_inv": 1,
  "clkSinkCount": 136,
  "clk_pin_slew_worst_paths_ps": 60,
  "vias": 2422,
  "drc": 0,
  "fin_crit_ps": 1917,
  "cap_violations": 0,
  "worstPathMaxFanout": 1,
  "clock.fmax_ghz": 0.5216,
  "vias_per_cell": 5.659,
  "yosys-stat-cells": 229,
  "die_w_um": 103.5,
  "cp-end-kind": "output pin",
  "stdcell_count": 428,
  "crit_arrival_ps": 1380,
  "top_cells_by_area": "edfxtp_1, mux4_2, mux4_1, dfxtp_1, a22oi_1",
  "num_io_pins": 26,
  "drt-initial-drc-count": 54,
  "ys_sh_simple_pct": 3.184,
  "core-area_um2": 9864,
  "crit_slowest_cell": "clkdlybuf4s50_1",
  "place_inst": 396,
  "setup-tns-final_ps": 0,
  "grt_overflow_total": 0,
  "rsz0062_at_grt": "false",
  "clk_latency_ps": 520
}
==> power by group <==
part	internal [uW]	switching (uW)	total, uW
combinational	119	113	232
clock	1290	819	2110
sequential	2360	15.1	2380
total	3770	947	4720
==> cell usage after synthesis <==
cell,count
a22oi_1,16
nor3_1,4
nand3b_1,2
buf_2,3
nand2b_1,2
dfxtp_1,8
and2b_1,1
nor2_1,13
nand3_1,1
nor2b_1,1
or3b_2,1
mux4_2,18
buf_4,1
and2_1,1
edfxtp_1,128
mux4_1,14
clkdlybuf4s25_2,3
buf_6,3
nand2_1,9
==> registers in the layout, summed over array words and instances (netlist names) <==
name and cells:
mem_array 128, read_data 8
==> kinds of logic (layout without fill, tap and decap cells) <==
kind of cell	count (synthesis)	count (layout)
compound gates	16	16
flops	136	136
mux	32	32
simple gates	35	35
buf+inv	10	76
==> per-layer routing <==
metal / up-vias / track usage (%) / part of all wire [%]
li1: 1081 / - / -
met1: 1206 / 33.58 / 39
met2: 120 / 29.65 / 47
met3: 15 / 13.59 / 12
met4: 0 / 3.142 / 1.9
met5: - / 0 / 0
==> layout make-up <==
type                    instances  share of cell area, %
flip-flops and latches        136                  64.67
multi-input cells              83                  17.08
clock buffers                  17                  6.690
repair buffers                 44                  6.669
well taps                     133                  2.688
clock inverters                15                  2.203
==> per-stage QoR <==
step | area (um^2) | setup WS [ps] | hold WS (ps) | utilization [%] | power, uW
finish | 6191 | 783.0 | 667.3 | 62.76 | 4721
global route | 6191 | 708.2 | 702.3 | 62.76 | 4870
CTS | 6191 | 741.4 | 672.3 | 62.76 | 4760
detailed placement | 5640 | 447.1 | 658.7 | 57.18 | 2658
global placement | 5640 | 500.3 | 656.0 | 57.18 | 2655
floorplan | 5147 | 667.1 | 629.3 | - | 2529
==> final timing paths <==
path         depth (start not counted)      endpoint        startpoint  slack, ps
max                                  1  read_data[6]      read_data[6]        780
min                                  3  read_data[6]  mem_array[15][6]        670
max reg2reg                          3  read_data[6]   mem_array[2][6]       1370
min reg2reg                          3  read_data[6]  mem_array[15][6]        670
==> worst min-delay path, delay by kind of cell (launching register included) <==
kind             cells  cell delay [ps]
flip-flops           1              310
multiplexers         1              220
AND-OR/OR-AND        1               60
AND/OR/NAND/NOR      1               50
No activity file was given, so power comes from the tool's default toggle rates.
